==> constraint.sdc <==
current_design DualClockFIFO

set clk_period 3.0
set clk_io_pct 0.2

create_clock -name clk0 -period $clk_period [get_ports {rclk}]
create_clock -name clk1 -period $clk_period [get_ports {wclk}]

set non_clock_inputs [all_inputs -no_clocks]
set_input_delay [expr $clk_period * $clk_io_pct] -clock clk0 $non_clock_inputs
set_output_delay [expr $clk_period * $clk_io_pct] -clock clk0 [all_outputs]
==> design.v <==
module DualClockFIFO (
    input         wclk,          
    input         rclk,          
    input         wrst_n,        
    input         rrst_n,        
    input         write_en,
    input         read_en,
    input  [7:0]  write_data,
    output reg [7:0] read_data,
    output reg    full,
    output reg    empty
);
    reg [7:0] mem [3:0];
    reg [1:0] w_ptr_bin, r_ptr_bin;
    reg [1:0] w_ptr_gray, r_ptr_gray;
    reg [1:0] w_ptr_gray_sync1, w_ptr_gray_sync2;
    reg [1:0] r_ptr_gray_sync1, r_ptr_gray_sync2;
    function [1:0] bin_to_gray(input [1:0] bin);
        bin_to_gray = (bin >> 1) ^ bin;
    endfunction
    always @(posedge wclk or negedge wrst_n) begin
        if (!wrst_n) begin
            w_ptr_bin  <= 0;
            w_ptr_gray <= 0;
            full       <= 0;
        end else begin
            if (write_en && !full) begin
                mem[w_ptr_bin] <= write_data;
                w_ptr_bin  <= w_ptr_bin + 1;
                w_ptr_gray <= bin_to_gray(w_ptr_bin + 1);
            end
            full <= (w_ptr_gray == {~r_ptr_gray_sync2[1], r_ptr_gray_sync2[0]});
        end
    end
    always @(posedge rclk or negedge rrst_n) begin
        if (!rrst_n) begin
            r_ptr_bin  <= 0;
            r_ptr_gray <= 0;
            empty      <= 1;
            read_data  <= 0;
        end else begin
            if (read_en && !empty) begin
                read_data <= mem[r_ptr_bin];
                r_ptr_bin  <= r_ptr_bin + 1;
                r_ptr_gray <= bin_to_gray(r_ptr_bin + 1);
            end
            empty <= (r_ptr_gray == w_ptr_gray_sync2);
        end
    end
    always @(posedge wclk or negedge wrst_n) begin
        if (!wrst_n)
            {r_ptr_gray_sync1, r_ptr_gray_sync2} <= 0;
        else begin
            r_ptr_gray_sync1 <= r_ptr_gray;
            r_ptr_gray_sync2 <= r_ptr_gray_sync1;
        end
    end
    always @(posedge rclk or negedge rrst_n) begin
        if (!rrst_n)
            {w_ptr_gray_sync1, w_ptr_gray_sync2} <= 0;
        else begin
            w_ptr_gray_sync1 <= w_ptr_gray;
            w_ptr_gray_sync2 <= w_ptr_gray_sync1;
        end
    end
endmodule
==> config.mk <==
export PLATFORM = sky130hd
export DESIGN_NAME = DualClockFIFO
export DESIGN_NICKNAME = DualClockFIFO
export VERILOG_FILES = /design/flow/design.v
export SDC_FILE = /design/flow/constraint.sdc
export NUM_CORES = 4
export LEC_CHECK = 1
export CORE_UTILIZATION = 40
==> run.sh <==
#!/bin/bash
# OpenROAD 26Q1-2900-gdf79404cd8, Yosys 0.63+post, stock flow scripts
make -C /OpenROAD-flow-scripts/flow DESIGN_CONFIG=/design/flow/config.mk WORK_HOME=/design/flow/orfs finish
==> results_slide.txt <==
Implementation Results

Pwr
  • Combinational power share: 30.8%
  • Proportion of power drawn by flip-flops and latches: 48.0%
  • Leakage: 1.062 nW
  • Pwr Total: 2.390 mW
  • Internal power: roughly 1.7 mW
  • Largest voltage drop on the vdd net: 0.3525 mV
  • Proportion of power drawn by the clock network: 21.2%
  • Switching power summed over all nets: 709.2 uW
  • Pwr/cell area: 916.1 mW/mm2
  • Share of total power consumed by net switching: approximately 30%

Layout
  • Area growth, synth to finish: 17.27%
  • Fraction of layout cells with a size suffix above 1: between 10% and 20%
  • Commonest Layout Cell: sky130_fd_sc_hd__edfxtp_1
  • Fillers: 440
  • Most frequently placed logic cells in the final layout: 32 x sky130_fd_sc_hd__edfxtp_1, 23 x sky130_fd_sc_hd__dfrtp_1, 22 x sky130_fd_sc_hd__clkdlybuf4s50_1, 12 x sky130_fd_sc_hd__inv_1, 9 x sky130_fd_sc_hd__clkbuf_8

Place
  • GPL Wtd Cong: 0.8350
  • Tally of buffers added on design ports: 22
  • Detailed-placement wirelength estimate: 2484 um

Synth
  • Area of the mapped netlist: 0.002225 mm2
  • Sequential area share after synthesis: a little over two thirds
  • Cells in synth_stat.txt: 138
  • Post-synthesis cell count: 138
  • Synthesized area divided by synthesized cell count: roughly 16 um2
  • Most frequently used flop master after synthesis: sky130_fd_sc_hd__edfxtp_1
  • Post-synth area from yosys stat: 0.002225 mm2
  • Synthesized flop and latch total: 56
  • Number of warnings issued by yosys: 2
  • Number of synthesized flops with an enable pin: 32
  • Cell variety after synth: 24
  • Share of flip-flops with an asynchronous set or reset after synthesis: 42.86%

Drt
  • Routed wire length: between 3000 and 4000 um
  • Routed wire per std cell: 14.55 um
  • Detail Route Antenna Nets: 0
  • Detailed router's first-iteration violation count: just under 50
  • TritonRoute pass-1 iters: 4
  • Detailed-route vias per instance: 4.885
  • DRC violation count after routing: 0
  • Count of inserted antenna diode cells: 0
  • Routed vias: 1148

Die
  • Cell row count: 26
  • Die x size: around 77 um
  • Core Box Area: 0.005238 mm2
  • # IOs: 24
  • Die Outline Area: 0.005864 mm2
  • Starting Density: 42.47%
  • Height of the die: 76.58 um

GRT
  • Antenna violations before repair: 0
  • Wire length of the first global-routing pass: approximately 5700 um
  • Total congestion overflow after global routing: 0
  • Maximum number of pins on one net before global-route repair: 17
  • Via count of the first global-routing pass: between 1k and 1.5k
  • Global-route total usage across every layer: 13.70%

Critical path
  • Crit path required time: ~3.0 ns
  • Category of the worst setup path launch point: primary input
  • Endpoint type of the worst setup path: register
  • Critical path start-end classification: primary input to register
  • Worst-path fanout max: 8
  • Arrival time worst endpoint: around 2.0 ns

STA
  • Slew at the pin closest to its max-slew limit: 0.7177 ns
  • Final hold viol count: 0
  • Setup TNS: 0 ns
  • Slew Viols, Final: 0
  • Final Hold Slack: between 0.3 and 0.4 ns
  • Final setup vio count: 0
  • Setup repair after global routing missed its margin: no
  • Worst Clk Skew: about 0.0035 ns
  • Slew Limit Headroom: 52.15%

Clock tree
  • Number of buffers inserted to repair setup after CTS: 0
  • Post-cts repair resize count: 0
  • Number of buffers inserted by hold repair at cts: 0
  • Clock-pin slew on the worst setup and hold paths: 0.07 ns
  • TritonCTS Sinks: 56
  • Clock tree from TritonCTS: done

Flow run
  • # Max-Cap Violations: 0
  • Tally of OpenROAD warnings: 32

Status
  • Status: complete, no violations

Min path
  • Tightest Hold Check Type: register to register
[final timing paths]
check,cells past startpoint,startpoint,to,slack (ns)
max in group clk0,1,empty,empty,1.20
min in group asynchronous,1,wrst_n,full,0.62
min reg2reg,0,w_ptr_gray_sync1[0],w_ptr_gray_sync2[0],0.35
max reg2reg,5,r_ptr_gray[1],read_data[7],1.23
max in group asynchronous,1,rrst_n,r_ptr_gray[1],1.81
max,3,write_en,mem[3][6],0.94
min in group clk1,0,r_ptr_gray_sync1[0],r_ptr_gray_sync2[0],0.36
min,0,w_ptr_gray_sync1[0],w_ptr_gray_sync2[0],0.35
[final cells by class]
cell class                      count  area [um2]  share of cell area, %
Clock buffer                        9       123.9                  4.748
Timing Repair Buffer               23       227.7                  8.729
Sequential cell                    56        1563                  59.90
Tap cell                           70       87.58                  3.357
Clock inverter                      3       18.77                 0.7194
Multi-Input combinational cell     62       543.0                  20.82
Inverter                           12       45.04                  1.727
[logic make-up after synthesis]
group	after synthesis	synth area share, %
AOI/OAI and AO/OA	34	13.39
muxes	2	1.012
xor gates and xnor gates	8	3.149
DFF	56	70.25
and+or+nand+nor	10	2.363
buffers and inverters	20	5.343
adders and majority gates	8	4.500
[critical path: stages]
cell	delay, ns
sky130_fd_sc_hd__clkdlybuf4s50_1	0.45
sky130_fd_sc_hd__nor2b_1	0.49
sky130_fd_sc_hd__and3_1	0.46
[flip-flops by register name (all words and copies together) (netlist names)]
name              count
mem                  32
r_ptr_gray            2
r_ptr_gray_sync1      2
full                  1
w_ptr_gray            2
r_ptr_bin             1
w_ptr_gray_sync2      2
read_data             8
empty                 1
w_ptr_bin             1
w_ptr_gray_sync1      2
r_ptr_gray_sync2      2
[synthesized netlist by cell type (2+ instances only)]
master | n | area (um2)
sky130_fd_sc_hd__buf_6 | 3 | 33.78
sky130_fd_sc_hd__a22oi_1 | 8 | 60.06
sky130_fd_sc_hd__dfrtp_1 | 23 | 575.6
sky130_fd_sc_hd__nand2_1 | 2 | 7.510
sky130_fd_sc_hd__buf_2 | 2 | 10.01
sky130_fd_sc_hd__nor2_1 | 2 | 7.510
sky130_fd_sc_hd__a21o_1 | 8 | 60.06
sky130_fd_sc_hd__a21oi_1 | 6 | 30.03
sky130_fd_sc_hd__clkbuf_2 | 2 | 10.01
sky130_fd_sc_hd__a21oi_2 | 2 | 17.52
sky130_fd_sc_hd__xnor2_1 | 4 | 35.03
sky130_fd_sc_hd__edfxtp_1 | 32 | 960.9
sky130_fd_sc_hd__xor2_1 | 4 | 35.03
sky130_fd_sc_hd__inv_1 | 12 | 45.04
sky130_fd_sc_hd__o21ai_0 | 2 | 10.01
sky130_fd_sc_hd__a221oi_2 | 8 | 120.1
sky130_fd_sc_hd__ha_1 | 8 | 100.1
sky130_fd_sc_hd__and3_1 | 4 | 25.02
[per-layer routing]
metal / vias up / GRT usage (%) / wire length [um] / part of all wire (%)
met4: 0 / 3.462 / 70 / 2.0
met5: - / 0 / 0 / 0
li1: 545 / - / - / -
met3: 8 / 9.124 / 409 / 12
met2: 54 / 18.20 / 1470 / 43
met1: 541 / 19.60 / 1469 / 43
[per-stage QoR]
| stage | util [%] | setup WS, ns | area (um2) | cells |
|---|---|---|---|---|
| finish | 49.81 | 0.9426 | 2609 | 235 |
| global placement | 47.09 | 0.7100 | 2466 | 223 |
| global route | 49.81 | 0.8501 | 2609 | 235 |
| detailed placement | 47.09 | 0.6762 | 2466 | 223 |
| CTS | 49.81 | 0.9632 | 2609 | 235 |
| floorplan | - | 1.480 | 2225 | 138 |
[power by group through the flow]
stage                 registers (mW)  logic (mW)  clock network [mW]
final                           1.15       0.737               0.506
after global routing            1.18       0.828               0.556
after CTS                       1.15       0.744               0.527
Power and IR drop assume default switching activity.
