--- ./design.v ---
module bitbalancer(clk,reset,in,count);
  output reg [3:0]count; 
  input [7:0]in; 
  input clk,reset;
  integer i;
  reg[3:0]temp; 
  always@(posedge clk or posedge reset)
    begin
      if(reset)begin
        count<=0; 
        temp<=0;end
      else begin
     temp<=0;
        for (i=0;i<8;i=i+1)  
        begin
          if(in[i]) begin 
        temp=temp+1;
         end
      end
        count=temp; 
      end
    end
endmodule
--- ./run.sh ---
#!/bin/bash
# OpenROAD 26Q1-2900-gdf79404cd8, Yosys 0.63+post, stock flow scripts
make -C /OpenROAD-flow-scripts/flow DESIGN_CONFIG=/design/flow/config.mk WORK_HOME=/design/flow/orfs finish
--- ./config.mk ---
export PLATFORM = sky130hd
export DESIGN_NAME = bitbalancer
export DESIGN_NICKNAME = bitbalancer
export VERILOG_FILES = /design/flow/design.v
export SDC_FILE = /design/flow/constraint.sdc
export NUM_CORES = 4
export LEC_CHECK = 1
export CORE_AREA = 10 10 70 70
export DIE_AREA = 0 0 80 80
--- ./constraint.sdc ---
current_design bitbalancer

set clk_period 3.1
set clk_io_pct 0.2

create_clock -name clk0 -period $clk_period [get_ports {clk}]

set non_clock_inputs [all_inputs -no_clocks]
set_input_delay [expr $clk_period * $clk_io_pct] -clock clk0 $non_clock_inputs
set_output_delay [expr $clk_period * $clk_io_pct] -clock clk0 [all_outputs]
==> results.env <==
FILLERS=311
YOSYSSEQAREASHARE_PCT=9.206
SYNTH_WARNINGS=1
CLK_PIN_SLEW_NS=0.04
TIMING.HOLD.WORST.CLASS='in -> async'
OVERFLOW=0
DIE_Y_UM=80
YS.FLOPS=4
DRTANTENNAVIOLNETS=0
TIMING.CRITICAL_PATH.SLOWEST_CELL_DELAY_NS=0.41
SYNTH-COMPOUND-AREA-SHARE_PCT=17.61
LOG.WARNING_COUNT=28
DR_TOTAL_VIAS=1155
TIMING.CRITICAL_PATH.FROM='temp[0]'
SYNTH.YOSYS.NUM_CELLS=144
DR_DRC_COUNT=0
WORST-R2R-CELL-COUNT=19
CP-END-KIND='flip-flop'
CLOCKPOWERSHARE_PCT=2.5
MAX-VDD-IR-DROP_uV=820.5
ASYNC_RESET_FF_SHARE_PCT=100.0
POWER_LEAKAGE_uW=0.0007583
FINAL-HOLD-VIOLATION-COUNT=0
TIMING.REG2REG.SETUP_SLACK_NS=-0.93
CLOCK_LATENCY_NS=0.23
POST_SYNTH.CELL_AREA_AVG_UM2=7.551
FINAL.MIN_CLOCK_PERIOD_NS=4.031
SETUP_TNS_NS=-2.776
FIN_HOLD_WS_NS=0.5764
SYNTH.CELLMIX.SIMPLESHARE_PCT=26.93
XOR_SHARE_PCT=27.16
FMAX_MHz=248.1
POST-SYNTH-TOP-AREA-FRACTION_PCT=10.47
IOS=14
FIRST_PASS_GRT_WIRE_LENGTH_UM=4857
PIN_COUNT_OF_THE_BIGGEST_NET_ENTERING_GLOBAL_ROUTING=17
POST_SYNTH_MAIN_AREA_CONTRIBUTORS='xnor2_1 (10%), dfrtp_1 (9.2%), ha_1 (8.1%), xor2_1 (8.1%), nand2_1 (4.8%)'
PLACE.PORT_BUFFERS=13
CORE_UM2=3416
POST_SYNTHESIS_SHARE_OF_CELL_AREA_SPENT_ON_FULL_ADDERS_HALF_ADDERS_AND_MAJORITY_GATES_PCT=8.055
OUTCOME='finished with violations'
PLACED_CELLS_INCL_TAPS=231
WORSTSETUPSTARTPOINTTYPE='flip-flop'
VIAS_PER_CELL=4.793
FP-UTILIZATION_PCT=31.83
TOP_REGISTER='temp'
CRITICAL_PATH.N_BUFFERS_INVERTERS=2
AREA_GROWTH_PCT=61.68
FINAL_MAX_SLEW_VIOL_COUNT=0
MAX-CLOCK-PATH-BUFFERS=2
CRIT_PATH_MAX_FANOUT=3
POWER_FRAC_SEQ_PCT=5.0
COMMON_CELLS='nand2_1 (14), xnor2_1 (13), xor2_1 (10)'
YOSYS-DOMINANT-COMB-FAMILY='XOR/XNOR gates'
LARGEST_REGISTER_FF_COUNT=4
FINAL_LAYOUT_SIZE_SUFFIX_GT1_SHARE_PCT=37.44
FAILING_CHECKS='negative setup slack'
POSTLAYOUTCOREUTIL_PCT=51.47
CRITICAL_PATH_ARRIVAL_NS=4.14
MOST_COMMON_CELL='nand2_1'
SYNTH_CELL_TYPES=41
POST_SYNTHESIS_CELLS=144
DR.FIRST_ITER.DRC_COUNT=88
SYNTH.LARGEST_AREA_CELL='xnor2_1'
WL_UM=2869
CRIT_REQUIRED_NS=3.21
CHIPAREA_UM2=6400
SETUP_VIOL=3
NUMBER_OF_ENABLE_FLIP_FLOP_CELLS=0
FIRST_GLOBAL_VIAS=1129
CLK_ROOT_BUFFER_CELL='clkbuf_4'
POST_SYNTH_INSTANCE_AREA_UM2=1087
ANTENNADIODECOUNT=0
MAX-SLEW-MARGIN-REL_PCT=72.05
FLOORPLAN.ROWS=21
CTSHOLDBUFFERS=0
SHARE_COMB_OF_TOTAL_POWER_PCT=92.5
PLACE_HPWL_UM=2107
WORSTPATHCELLLIST='ha_4, mux2i_4, inv_2, ha_4, nor2b_2, or4_1, nand4_1, mux2i_1, ha_1, and2_4, or3_1, a32oi_1, o31ai_2, inv_1, ha_4, nand2_4, o21ai_4, ha_4, mux2_4'
ANTENNA_FOUND_INITIAL=0
POWERDENSITY_nW_PER_UM2=1415
R2R-START='temp[0]'
MAX-CAP-VIOLATIONS=0
FINALCLOCKSKEW_NS=0.005130
FINAL-INSTANCE-COUNT-EXCL-FILL=241
WORST_PATH_DOMINANT_CELL_FAMILY='adder cells'
DIEWIDTH_UM=80
PRE_CTS_WS_NS=-1.567
TRITONCTS_CLOCK_TREE='yes'
PATH_COMMON_CELL='ha_4'
NUMCTSBUFFERS=3
DETAILEDROUTE.FIRSTPASSITERATIONCOUNT=4
YS_AREA_UM2=1087
SYNTH.AREA.MUX_SHARE_PCT=4.718
POWER_SWITCHING_uW=1027
FINAL_CRITICAL_PATH_SETUP_SLACK_NS=-0.9314
GLOBALROUTETOTALUTIL_PCT=8.872
RR_ENDPOINT='temp[1]'
INTERNAL_POWER_uW=1461
CRITICALPATHCATEGORY='reg -> reg'
DETAILED_ROUTE_WIRE_LENGTH_PER_CELL_UM=11.90
CRITICAL_PATH_CELL_COUNT=19
CPMAXSTAGEDELAYCELL='dfrtp_1'
LAYOUT_TOP_REGISTERS='temp (4)'
TIMING.CRITICAL_PATH.TO='temp[1]'
CTS_NUM_SINKS=4
RSZ0062_AT_GRT='yes'
GPL_WTD_CONG=0.8404
PREDOMINANT_POST_SYNTHESIS_FLOP_CELL='dfrtp_1'
POWER.SWITCHING_FRACTION_PCT=41.27
FINAL_MIN_PERIOD_OVER_CLOCK_PERIOD_PCT=130.0
HTREE_NUM_LEVELS=1
TIMING_WORST_SLEW_PIN_VALUE_NS=0.4182
how the worst min path moves through the flow:
stage / startpoint / to / slack, ns / depth (start not counted)
CTS: reset / temp[2] / 0.58 / 2
global route: reset / temp[2] / 0.59 / 2
finish: reset / temp[2] / 0.58 / 2
stage by stage:
step           area (µm²)  total power, µW
2_1_floorplan        1134             1327
3_3_place_gp         1549             1958
3_5_place_dp         1549             1973
4_1_cts              1700             2353
5_1_grt              1758             2730
6_report             1758             2488
timing repair:
action	4_1_cts	5_1_grt
resized	19	13
setup endpoints to repair	3	3
setup buffers	6	1
gates cloned	0	0
pin swaps	15	8
final cells by class:
class	instances	area [µm²]	share of cell area, %
Multi-Input combinational cell	124	1086	61.78
Inverter	7	26.28	1.495
Sequential cell	4	100.1	5.694
Tap cell	46	57.56	3.274
Timing Repair Buffer	57	465.4	26.48
Clock buffer	3	22.52	1.281
power groups by stage:
| stage | clock network [µW] | logic (µW) | registers, µW |
|---|---|---|---|
| 6_report | 62.2 | 2300 | 124 |
| 5_1_grt | 71.3 | 2530 | 128 |
| 4_1_cts | 63.6 | 2170 | 122 |
cells in the final DEF (no fill, tap or decap), types with 3 or more instances in the layout:
cell              n
buf_4            41
xnor2_1          11
dfrtp_1           4
nand2_1          12
nor2_1            8
or2_2             4
a21oi_1           5
o21ai_0           7
ha_4              5
clkbuf_4          3
nand2b_1          5
buf_6             3
clkdlybuf4s50_1  11
mux2i_1           3
and2_1            4
nor2b_1           6
inv_1             5
xor2_1           10
worst register-to-register path, cell delays in order, from the launching register on:
cell and delay (ns):
dfrtp_1 0.41, ha_4 0.27, mux2i_4 0.15, inv_2 0.08
ha_4 0.27, nor2b_2 0.04, or4_1 0.40, nand4_1 0.14
mux2i_1 0.11, ha_1 0.28, and2_4 0.14, or3_1 0.36
a32oi_1 0.24, o31ai_2 0.11, inv_1 0.11, ha_4 0.22
nand2_4 0.06, o21ai_4 0.08, ha_4 0.22, mux2_4 0.25
kinds of logic (layout without fill, tap and decap cells):
kind of cell	Yosys count	after routing
XOR/XNOR	27	27
AND-OR/OR-AND	29	29
adder cells (fa/ha/maj)	7	7
flip-flops	4	4
buffers and inverters	16	67
multiplexers	5	5
AND/OR/NAND/NOR	56	56
per-layer routing:
metal  up-vias  wire, µm  GRT usage, %
met4         0         0        0.8803
met5         -         0             0
li1        611         -             -
met2        13      1326         14.29
met3         0        43        0.6818
met1       531      1498         13.00
Power figures rest on the tool's default switching activity, not on a simulated workload.
