### design/flow/config.mk
export PLATFORM = sky130hd
export DESIGN_NAME = RingBuffer
export DESIGN_NICKNAME = RingBuffer
export VERILOG_FILES = /design/flow/design.v
export SDC_FILE = /design/flow/constraint.sdc
export NUM_CORES = 4
export LEC_CHECK = 1
export CORE_UTILIZATION = 50
### design/flow/constraint.sdc
current_design RingBuffer

set clk_period 2.8
set clk_io_pct 0.2

create_clock -name clk0 -period $clk_period [get_ports {clk}]

set non_clock_inputs [all_inputs -no_clocks]
set_input_delay [expr $clk_period * $clk_io_pct] -clock clk0 $non_clock_inputs
set_output_delay [expr $clk_period * $clk_io_pct] -clock clk0 [all_outputs]
### design/flow/design.v
module RingBuffer (
    input         clk,
    input         rst,
    input         write_en,
    input         read_en,
    input  [7:0]  write_data,
    output reg [7:0] read_data,
    output reg    full,
    output reg    empty
);
    reg [7:0] mem [3:0];     
    reg [1:0] w_ptr;         
    reg [1:0] r_ptr;         
    reg [2:0] count;         
    always @(posedge clk or posedge rst) begin
        if (rst) begin
            w_ptr  <= 0;
            r_ptr  <= 0;
            count  <= 0;
            full   <= 0;
            empty  <= 1;
            read_data <= 0;
        end else begin
            if (write_en && !full) begin
                mem[w_ptr] <= write_data;
                w_ptr <= w_ptr + 1;         
                count <= count + 1;
            end
            if (read_en && !empty) begin
                read_data <= mem[r_ptr];
                r_ptr <= r_ptr + 1;
                count <= count - 1;
            end
            full  <= (count == 4);
            empty <= (count == 0);
        end
    end
endmodule
### design/flow/run.sh
#!/bin/bash
# OpenROAD 26Q1-2900-gdf79404cd8, Yosys 0.63+post, stock flow scripts
make -C /OpenROAD-flow-scripts/flow DESIGN_CONFIG=/design/flow/config.mk WORK_HOME=/design/flow/orfs finish
==> flow_summary.toml <==
# flow metrics
[job]
drv_cap = 0
tool_warnings = 32

[yosys]
synth.distinct_cells = 27
yosys_cells = 131
yosysWarnings = 2
synth.avg_cell_area_um2 = 15.6
flop_cell = "edfxtp_1"
syn_area_um2 = 2040
yosys_area_um2 = 2040
edf_count = 32
synth_flops = 49
yosysSeqAreaShare_pct = 68.0
synth_cells = 131
async_reset_ff_share_pct = 34.7

[clock_network]
clk_pin_slew_ps = 80
cts_resized = 0
cts_buffer_depth = 2
htree_levels = 2
clock_sinks = 49
post_cts_buffers = 0
tritoncts = "built"
hold_buffers = 0
numCtsBuffers = 5
clock_latency_ps = 290
root_buffer = "clkbuf_8"

[global_routing]
antenna_found_initial = 0
top_usage_layer = "met1"
grt_pass1_vias = 1079
grt_pass1_wl_mm = 5.41
groute.layer.met3.usage_pct = 9.44
grt_util_met1_pct = 31.7
overflow = 0
grt_usage_pct = 19.0
grt_max_degree = 22
use_met2_pct = 25.6

[worst_setup_path]
arrival_ps = 2140
crit_path_start_kind = "input pin"
crit_fanout = 21
max_stage_delay_ps = 500
crit_required_ps = 2980
cp_slowest_cell = "clkdlybuf4s50_1"
crit_path_cell_trace = "clkdlybuf4s50_1, nand2b_4, fa_1, nor3b_1, mux2i_1, xnor2_1"
critPathKind = "input pin to flop"
crit_path_end_kind = "flop"

[timing]
fin_tns_setup_ps = 0
period_used_pct = 69.8
setup_viol = 0
rsz0062_at_grt = "false"
max_slew_margin_pct = 50.7
finalCriticalPeriod_ps = 1950
fin_skew_ps = 2.29
tightest_slew_ps = 740
hold_viol = 0
clock.fmax_mhz = 512
maxSlewViolCount = 0

[drt]
drt_iter0_drc = 63
wl_per_cell_um = 16.1
antenna-diode-count = 0
antenna_left = 0
first_pass_iters = 2
drc = 0
routed_wl_mm = 3.23
num_vias = 1071
avgViaCountPerCell = 5.33

[floorplan]
fp.dieH_um = 65.9
chipArea_um2 = 4340
fp.dieW_um = 65.9
design.core.area_um2 = 3800
fp_util_pct = 53.8
rows = 22
io_pins = 22

[cells_and_area]
lay_top_count = "edfxtp_1"
drive_gt1_share_pct = 11.1
lay_top_cells = "edfxtp_1 (32), clkdlybuf4s50_1 (21), dfrtp_1 (16), inv_1 (15)"
areaGrowthSynthToFinish_pct = 14.0

[place]
place_congestion = 0.741
dp_hpwl_mm = 2.09
port_buffers = 21

[hold_path]
hp-class = "flop to flop"

[outcome]
status = "finished, final reports clean"

[pwr]
leakage_nw = 0.943
total_power_mw = 2.19
vdd_drop_max_v = 0.000444
powerDensity_nw_per_um2 = 940
worst paths after layout:
path	startpoint	end	slack, ps	depth (start not counted)
worst max-delay path	read_en	count[2]	850	6
worst min-delay path	count[0]	empty	410	1
worst max register to register	r_ptr[0]	read_data[6]	960	5
worst min register to register	count[0]	empty	410	1
max in group asynchronous	rst	read_data[1]	1660	2
min in group asynchronous	rst	w_ptr[1]	700	2
critical path: cells and delay by family:
family / cells / cell delay [ps]
xor gates and xnor gates: 1 / 130
adders and majority gates: 1 / 440
buffers and inverters: 1 / 500
muxes: 1 / 110
and+or+nand+nor: 2 / 380
cell usage after synthesis (all sizes together) (2+ instances only):
master | number | area [um^2]
and2 | 4 | 25.0
mux2i | 2 | 20.0
a22oi | 8 | 60.1
a21oi | 8 | 47.6
mux2 | 2 | 22.5
a221oi | 8 | 95.1
a21o | 8 | 60.1
inv | 15 | 56.3
xnor2 | 4 | 35.0
nand2b | 2 | 20.0
buf | 7 | 66.3
edfxtp | 32 | 961
dfrtp | 16 | 400
ha | 8 | 100
routing by layer:
layer  vias up  share of wire, %
li1        517                 -
met1       514                48
met2        36                43
met3         4               7.7
met4         0               1.2
met5         -                 0
area by class of cell:
| cell class | instances | area [um^2] |
|---|---|---|
| Timing Repair Buffer | 21 | 210 |
| Clock inverter | 2 | 10.0 |
| Multi-Input combinational cell | 60 | 532 |
| Fill cell | 289 | 1470 |
| Inverter | 15 | 56.3 |
| Sequential cell | 49 | 1390 |
| Clock buffer | 6 | 72.6 |
| Tap cell | 48 | 60.1 |
through the flow:
step           worst slack [ps]  cell area (um^2)  utilization (%)  hold slack [ps]  cells
2_1_floorplan              1130              2040                -              374    131
3_3_place_gp                574              2250             59.1              385    193
3_5_place_dp                532              2250             59.1              402    193
4_1_cts                     843              2330             61.3              414    201
5_1_grt                     775              2330             61.3              428    201
6_report                    846              2330             61.3              412    201
state kept, by name, summed over array words and instances (netlist names):
signal,count
read_data,8
count,3
r_ptr,2
mem,32
empty,1
w_ptr,2
full,1
power breakdown:
part | internal (mW) | total [mW] | switching (mW)
combinational | 0.386 | 0.756 | 0.370
clock | 0.173 | 0.387 | 0.214
sequential | 0.953 | 1.05 | 0.0930
logic make-up (layout without fill, tap and decap cells):
group           after synthesis  count (layout)  synth area share (%)
buf+inv                      22              44                  6.00
xor+xnor                      4               4                  1.72
fa+ha+maj                     9               9                  5.88
compound gates               32              32                  12.9
flops                        49              49                  68.0
simple gates                 11              11                  3.49
mux                           4               4                  2.08
No activity file was given, so power comes from the tool's default toggle rates.
